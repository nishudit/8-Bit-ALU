==> design/flow/design.v <==
module FullAdder(
  input operandA,
  input operandB,
  input carryIn,
  input subtract,
  output sum,
  output carryOut
);
  wire a;
  wire b;
  wire cin;
  wire cout;
  assign a = operandA ;
  assign b = operandB ^ subtract;
  assign cin = carryIn;
  assign sum = a ^ b ^ cin;
  assign carryOut = (a & b) | (cin & (a ^ b)) | (subtract & operandA & b);
endmodule
module AdderSubtractor(
  input [7:0] operandA,
  input [7:0] operandB,
  input select,
  output [7:0] result,
  output carryOut
);
  wire [7:0] carry;
  wire [7:0] sum;
  FullAdder fa[7:0](
    .operandA(operandA[0]),
    .operandB(operandB[0]),
    .carryIn(select),
    .subtract(select),
    .sum(sum[0]),
    .carryOut(carry[0])
  );
  generate
    genvar i;
    for (i = 1; i < 8; i = i + 1) begin : gen
      FullAdder inst(
        .operandA(operandA[i]),
        .operandB(operandB[i]),
        .carryIn(carry[i - 1]),
        .subtract(select),
        .sum(sum[i]),
        .carryOut(carry[i])
      );
    end
  endgenerate
  assign result = sum;
  assign carryOut = carry[7];
endmodule
module ALU(
  input [7:0] operandA,
  input [7:0] operandB,
  input [3:0] opCode,
  output reg [7:0] result,
  output reg carryOut
);
  wire [7:0] addsubResult;
  wire addsubCarryOut;
  AdderSubtractor addsub (
    .operandA(operandA),
    .operandB(operandB),
    .select(opCode[0]),
    .result(addsubResult),
    .carryOut(addsubCarryOut)
  );
  always @(*) begin
    case (opCode)
      4'b0000: result = addsubResult;  
      4'b0001: result = addsubResult;  
      4'b0010: result = operandA * operandB;  
      4'b0011: result = operandA / operandB;  
      4'b0100: result = operandA + 1;  
      4'b0101: result = operandA - 1;  
      4'b0110: result = operandA & operandB;  
      4'b0111: result = operandA | operandB;  
      4'b1000: result = ~operandA;  
      4'b1001: result = operandA ^ operandB;  
      4'b1010: result = operandA << operandB;  
      4'b1011: result = operandA >> operandB;  
      4'b1100: result = {operandA[6:0], operandA[7]};  
      4'b1101: result = {operandA[0], operandA[7:1]};  
      default: result = 8'b0;
    endcase
  end
  always @(addsubCarryOut) begin
    case (opCode)
      4'b0000: carryOut = addsubCarryOut;  
      4'b0001: carryOut = addsubCarryOut;  
      default: carryOut = 1'b0;
    endcase
  end
endmodule
==> design/flow/run.sh <==
#!/bin/bash
# OpenROAD 26Q1-2900-gdf79404cd8, Yosys 0.63+post, stock flow scripts
make -C /OpenROAD-flow-scripts/flow DESIGN_CONFIG=/design/flow/config.mk WORK_HOME=/design/flow/orfs finish
==> design/flow/config.mk <==
export PLATFORM = sky130hd
export DESIGN_NAME = ALU
export DESIGN_NICKNAME = ALU
export VERILOG_FILES = /design/flow/design.v
export SDC_FILE = /design/flow/constraint.sdc
export NUM_CORES = 4
export LEC_CHECK = 1
export CORE_UTILIZATION = 50
==> design/flow/constraint.sdc <==
current_design ALU

set clk_period 20.0
set clk_io_pct 0.2

create_clock -name clk0 -period $clk_period

set non_clock_inputs [all_inputs -no_clocks]
set_input_delay [expr $clk_period * $clk_io_pct] -clock clk0 $non_clock_inputs
set_output_delay [expr $clk_period * $clk_io_pct] -clock clk0 [all_outputs]
==> changes_impl.md <==
### Metrics

- Outcome: complete, no violations
- CP Max Fanout: 11
- Static leakage: ~2.2 nW
- Total gr overflow: 0
- Hold Crit Class: in2out
- Drt total wl: 15400 um
- Hold Path Origin: opCode[1]
- Chip Area, Yosys: 4460 sq um
- Router iterations before antenna repair: 7
- Seq. cell area: 0 sq um
- Post-route DRC violation count: 0
- CP bufs+invs: 5
- Worst hold stages: 4
- Cell area power density: 34.7 nW/um^2
- Startpoint types: input pin
- Core Area: between 8000 and 9000 sq um
- Required time of the critical path: 16.00 ns
- Gate Count Post-Synth: about 600
- Synth Cell Area: 4460 sq um
- Placed Area: 4920 sq um
- CLK BUF: 0
- Die Size: 9300 sq um
- Synthesis warning total: 3
- Ys cells: 609
- DP HPWL: 11500 um
- Crit path capture type: primary output
- Routed vias/inst: 6.40
- Flops: 0
- Filler cell count: 822
- RSZ-0062 raised after global routing: false
- DIE WIDTH: ~96 um
- VDD IR max: 0.0000195 V
- Post-CTS Hold Buffers: 0
- Wire per inst: approximately 21 um
- Core Rows: 34
- Gpl congestion: 0.982
- CP top delay family: AND-OR/OR-AND gates
- Final setup TNS: 0 ns
- Area Growth Syn to Fin: 10.9%
- Vias in the first global route: 4497
- Max-cap violations: 0
- Min Tclk post-route: roughly 19 ns
- Ports: 29
- Die Y-Extent: 96.4 um
- Fin crit share: 95.6%
- Port Buffers: 29
- Count of tool warnings: 45
- Hold Path End: carryOut
- Fmax: 52.3 MHz
- Post-synth top area share: between 20 and 25%
- Endpoints failing hold: 0
- Top cells, area: ha_1, fa_1, nand2_1
- Fp util: 51.4%
- Iter 0 DRT Violations: 353
- Routed vias: about 4700
- Post-Layout Cell Count: roughly 740
- Distinct lib cells used: 68
- Most used cell, CP: a21oi_1
- Worst setup path category: in2out
- Total track usage: 35.9%
- DRT antenna net count: 0
- Worst slew margin: around two fifths
- Worst Max-Slew Pin Slew: 0.885 ns
- CP max stage delay: around 0.58 ns
- CP max-delay cell: clkdlybuf4s50_1
- Layout cells sized above 1: under 10%
- CP arrival: roughly 15 ns
- Dpl cells: 735
- Largest net degree at the start of global routing: 36
- Mapped Avg Cell Area: 7.32 sq um
- Sequential share of the synthesized area: 0%
- Initial antenna violation count: 0
- Cell taking the most area after synthesis: ha_1
- N_diodes: 0
- Final setup violation count: 0
- First-pass GRT wire length: 24100 um
- Post-Layout Inst Area: 4940 sq um
- Final Max Tran Viols: 0
[kinds of logic (layout without fill, tap and decap cells)]
group / after synthesis / after routing / share of synthesized area (%)
simple gates: 196 / 196 / 20.7
compound gates: 162 / 162 / 24.8
fa+ha+maj: 98 / 98 / 30.9
buf+inv: 82 / 102 / 7.24
xor+xnor: 42 / 42 / 8.25
mux: 29 / 29 / 8.17
[cell usage in the layout (no fill, tap or decap), types with 5 or more instances in the layout]
cell,instances
nor3_1,27
mux4_2,5
nand2_1,72
o221ai_1,8
buf_4,26
xor2_1,14
nand3_1,6
nor2_1,50
ha_1,78
clkdlybuf4s50_1,29
inv_1,42
mux2i_1,15
nand2b_1,6
or3_1,8
fa_1,20
o211ai_1,6
o22ai_1,6
a31oi_1,11
o21ai_0,26
mux2_2,9
xnor2_1,28
a21o_1,9
o21ai_1,6
nand4_1,5
a21oi_1,37
o21a_1,9
[cell usage after synthesis, types with 4 or more instances]
library cell,number
mux2i_1,15
a21o_1,9
mux2_2,9
a211oi_1,4
nand2_1,72
xor2_1,14
o21ai_1,5
fa_1,20
nor2_1,50
a31oi_1,11
or3_1,8
clkbuf_1,23
o22ai_1,6
buf_1,7
o21ai_0,27
o211ai_1,6
nor4_1,4
o2111ai_1,4
mux4_2,5
xnor2_1,28
inv_1,42
clkinv_1,4
o21a_1,9
nand2b_1,6
nor3_1,27
nand4_1,5
ha_1,78
nand3_1,6
nor2b_1,4
o221ai_1,8
a21oi_1,37
[final cells by class]
class	count	area, sq um	area share (%)
Multi-Input combinational cell	527	4150	83.9
Timing Repair Buffer	55	485	9.82
Inverter	47	176	3.57
Tap cell	108	135	2.73
[metrics by stage]
step | worst slack, ns | power (W) | utilization [%] | hold WS, ns
floorplan | 2.72 | 0.000120 | - | 8.17
CTS | 0.622 | 0.000170 | 56.7 | 9.18
detailed placement | 0.682 | 0.000168 | 56.7 | 9.18
finish | 0.882 | 0.000172 | 57.0 | 9.20
global route | 0.0914 | 0.000192 | 57.0 | 9.27
global placement | 0.944 | 0.000168 | 56.7 | 9.18
[metal layers]
metal,wire [um],track usage (%)
met3,1420,7.72
met1,6310,46.8
met2,6970,57.2
met5,0,0
met4,729,16.7
[repair_timing]
action | 4_1_cts | 5_1_grt
gates resized | 0 | 2
setup endpoints to repair | 0 | 1
setup buffers | 0 | 2
[report_power, final]
group	internal [W]	switching, W
clock	0	0
sequential	0	0
combinational	0.0000754	0.0000961
[worst max path at each step]
stage | startpoint | to | slack (ns) | cells after the start
finish | operandB[4] | result[0] | 0.88 | 47
global route | operandB[4] | result[0] | 0.09 | 46
CTS | operandB[6] | result[0] | 0.62 | 46
[worst min-delay path, delay by kind of cell]
| family | cells | cell delay [ns] |
|---|---|---|
| and+or+nand+nor | 1 | 0.10 |
| buffers and inverters | 3 | 1.09 |
Power figures rest on the tool's default switching activity, not on a simulated workload.
